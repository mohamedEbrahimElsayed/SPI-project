**/design/flow/design.v**
```verilog
module RAM(clk, rst_n, din, rx_valid, dout, tx_valid);
	parameter MEM_DEPTH = 256;
	parameter ADDR_SIZE = 8;
	input clk, rst_n, rx_valid;
	input [9:0] din;
	output reg tx_valid;
	output reg [7:0] dout;
	reg [ADDR_SIZE-1:0] wr_add, rd_add;
	reg [7:0] mem [MEM_DEPTH-1:0];
	always @(posedge clk or negedge rst_n) begin
		tx_valid <= 0;
		if (~rst_n) 
			dout <= 0;
		else begin
			if (rx_valid) begin
				case (din[9:8])
					2'b00 : wr_add <= din[7:0];
					2'b01 : mem[wr_add] <= din[7:0];
					2'b10 : begin rd_add <= din[7:0]; tx_valid <= 1; end
					2'b11 : begin dout <= mem[rd_add]; tx_valid <= 1; end
				endcase
			end
		end
	end
endmodule
module SPI_Slave(MOSI, MISO, SS_n, clk, rst_n, rx_data, rx_valid, tx_data, tx_valid);
	parameter IDLE = 3'b000;
	parameter CHK_CMD = 3'b001;
	parameter WRITE = 3'b010;
	parameter READ_ADD = 3'b011;
	parameter READ_DATA = 3'b100;
	input MOSI, SS_n, clk, rst_n, tx_valid;
	input [7:0] tx_data;
	output reg rx_valid, MISO;
	output reg [9:0] rx_data;
	reg [2:0] CS, NS;
	reg read_add_state_n = 1'b0;
	reg [3:0] counter1 = 4'd9;
	reg [2:0] counter2 = 3'd7;
	reg [9:0] temp;
	always @(posedge clk or negedge rst_n) begin
		if (~rst_n)
			CS <= IDLE; 
		else 
			CS <= NS;
	end
	always @(*) begin
		read_add_state_n = 1'b0;
		case (CS)
			IDLE :
				begin
					if (SS_n)
						NS = IDLE;
					else if (~SS_n)
						NS = CHK_CMD;
				end
			CHK_CMD : 
				begin
					if (SS_n)
						NS = IDLE;
					else if (~SS_n && ~MOSI)
						NS = WRITE;
					else if (~SS_n && MOSI && ~read_add_state_n) begin
						NS = READ_ADD;
						read_add_state_n = 1'b1;
					end
					else if (~SS_n && MOSI && read_add_state_n) begin
						NS = READ_DATA;
					end
				end
			READ_ADD :
				begin
					if (SS_n)
						NS = IDLE;
					else if (~SS_n)
						NS = READ_ADD;
				end
			READ_DATA :
				begin
					if (SS_n)
						NS = IDLE;
					else if (~SS_n)
						NS = READ_DATA;
				end
			WRITE :
				begin
					if (SS_n)
						NS = IDLE;
					else if (~SS_n)
						NS = WRITE;
				end
		endcase
	end
	always @(posedge clk or negedge rst_n) begin
		rx_valid <= 0;
		if (~rst_n) begin
			rx_valid <= 0;
			temp <= 0;
			counter1 <= 4'd9;
		end
		else if ((CS == WRITE) || (CS == READ_ADD) || (CS == READ_DATA) && ~SS_n) begin
			if (counter1 >= 4'd0) begin
				temp[counter1] <= MOSI;
				if (counter1 == 4'd0) begin
					rx_valid <= 1;
					counter1 <= 4'd9;
				end
				else
					counter1 <= counter1 - 1; 
			end
		end
	end
	always @(rx_valid) begin
		if (rx_valid)
			rx_data = temp;
	end
	always @(posedge clk or negedge rst_n) begin
		if (~rst_n) begin
			MISO <= 0; 
			counter2 <= 3'd7;
		end
		else if (tx_valid) begin
			if (counter2 >= 3'd0) begin
				MISO <= tx_data[counter2];
				if (counter2 == 3'd0) begin
					counter2 <= 3'd7;
				end
				else
					counter2 <= counter2 - 1; 
			end
		end
	end
endmodule
module SPI_Wrapper(clk, rst_n, MOSI, MISO, SS_n);
	input clk, rst_n, MOSI, SS_n;
	output  MISO;
	wire [9:0] data_from_SPI_to_RAM;
	wire [7:0] data_from_RAM_to_SPI;
	wire data_from_SPI_to_RAM_valid, data_from_RAM_to_SPI_valid;
	SPI_Slave SPI (
		.MOSI(MOSI),
		.MISO(MISO),
		.SS_n(SS_n),
		.clk(clk),
		.rst_n(rst_n),
		.rx_data(data_from_SPI_to_RAM),
		.rx_valid(data_from_SPI_to_RAM_valid),
		.tx_data(data_from_RAM_to_SPI),
		.tx_valid(data_from_RAM_to_SPI_valid)
	);
	RAM RAM1 (
		.clk(clk),
		.rst_n(rst_n),
		.din(data_from_SPI_to_RAM),
		.rx_valid(data_from_SPI_to_RAM_valid),
		.dout(data_from_RAM_to_SPI),
		.tx_valid(data_from_RAM_to_SPI_valid)
	);
endmodule
```
**/design/flow/run.sh**
```bash
#!/bin/bash
# OpenROAD 26Q1-2900-gdf79404cd8, Yosys 0.63+post, stock flow scripts
make -C /OpenROAD-flow-scripts/flow DESIGN_CONFIG=/design/flow/config.mk WORK_HOME=/design/flow/orfs finish
```
**/design/flow/config.mk**
```make
export PLATFORM = sky130hd
export DESIGN_NAME = SPI_Wrapper
export DESIGN_NICKNAME = SPI_Wrapper
export VERILOG_FILES = /design/flow/design.v
export SDC_FILE = /design/flow/constraint.sdc
export NUM_CORES = 4
export LEC_CHECK = 1
export CORE_UTILIZATION = 50
```
**/design/flow/constraint.sdc**
```tcl
current_design SPI_Wrapper

set clk_period 11.4
set clk_io_pct 0.2

create_clock -name clk0 -period $clk_period [get_ports {clk}]

set non_clock_inputs [all_inputs -no_clocks]
set_input_delay [expr $clk_period * $clk_io_pct] -clock clk0 $non_clock_inputs
set_output_delay [expr $clk_period * $clk_io_pct] -clock clk0 [all_outputs]
```
==> commit_impl_results.txt <==
Record implementation results from latest flow run

- The run finished with clean final reports.
- Pleak: 0.0274 uW
- Dividing the detail-routed wire length by the instance count gives 43.6 um.
- Pre-CTS setup slack: 5.02 ns
- Share of the clock period used by the worst path after layout: between 50% and 60%
- Largest net degree at the start of global routing: about 110
* Overall power consumption: between 15000 and 20000 uW
* Starting Density: 50.3%
* CTS tree: built
* Ys Warns: 3
* Routed via count: ~53000
- The first global-routing pass estimated around 440000 um of wire.
- Data arrival, critical path: 6.29 ns
- Required time of the critical path: around 12 ns
- Per the slew report, the remaining headroom to the max-slew limit stands at 11.8%.
* Critical-path top delay cell: nor3b_1
- In this build the clock could be raised as far as roughly 170 MHz.
- Area of the chip: around 160000 um2
* Clock latency on the worst-skew pair: roughly 0.90 ns
* Worst setup EP type: flop
- Final number of hold-violating endpoints: 0
* Placed wire-length estimate: 218000 um
- Part of the power in registers: between 50% and 60%
- For this run, the detailed router reports a per-instance via density of just over 7.
- Endpoints with negative setup slack in the final report add up to 0.
* Antenna Violating Nets Remaining: 0
- Summed over all nets, the switching power comes to between 2000 and 3000 uW.
- Fraction of power consumed by the clock network: ~45%
- The tool flagged a number of max-cap violations equal to 0.
* Flip-flop and latch count after synthesis: between 2000 and 2500
- GRT Total Usage: ~45%
* Part of the power in combinational logic: 0.4%
- Post-layout min period: between 5 and 6 ns
- Top-Level Pins: 5
- Tightest Pin Transition: about 1.3 ns
- In the post-synthesis netlist, the biggest area contributors are edfxtp_1, a22oi_1, nand3_1, nor2_1, a32oi_1.
* Congestion Overflow GR: 0
- Floorplan die height: ~400 um
- Yosys top cell by area: edfxtp_1
- Max IR drop VDD: roughly 170 uV
- TritonCTS buffer count: around 200
* Count of instances resized after the clock tree is built: 0
* CP Launch Type: primary input
* Number of global-route vias before repair: approximately 54000
* Worst-path clk slew: about 0.06 ns
- Setup repair after global routing left no endpoint under its margin.
- Remaining design rule violation count: 0
* TNS Setup: 0 ns
* Syn Area/Cell: roughly 16 um2
- The clock H-tree reported by CTS has 4 levels.
* Post-detailed-routing wire length: 325000 um
- The final weighted congestion recorded by global placement is approximately 1.2.
- Min-Delay Path Class: flop to flop
- Among the stages of the critical path, the cell type that occurs most often is buf_4.
- Dominant cell area share: 76.8%
- Register pins left without a clock: 13
* Synth cell count leaders: edfxtp_1, a22oi_1, nand3_1
- Measured along the x axis, the die boundary spans between 400 and 500 um.
- The final timing report lists clock skew as 0.0681 ns.
- Post-synthesis to final-layout area growth: 12.5%
* Number of warnings in the stage logs: around 44
- Post-synth ARST share: under 10%
* Yosys cell count: 5023
* Post-CTS setup buffer count: 0
- Distinct cell type count of the synthesized netlist: ~87
- Clk Tree Root Cell: clkbuf_16
- Syn Inst Count: 5023
- Number of I/O port buffers: 4
- According to the floorplan report, the placeable core area is 160000 um2.
* Post-Synthesis Cell Area: 80700 um2
* Post-synth tally of flip-flops with integrated enable: 2064
* FP Rows: roughly 150
- Largest stage delay on the critical path: 0.92 ns
* Critical Path, Cell by Cell: clkdlybuf4s50_1, buf_4, nand4b_1, nor3b_1, nand3_1, buf_4, nor2_1
- Setup CP Type: primary input to flop
- Along the worst path, the maximum fanout reaches 33.
- The number of antenna violations at the first check in global routing was about 40.
* Switching Share: about 20%
- Drt first-iter violations: 5824
- Smallest setup slack after layout: between 5 and 6 ns
- In this run the deepest clock path goes through 3 buffers.
* Most instantiated library cell after synthesis: edfxtp_1
- Cell Int Power: 12200 uW
* Final slew viol count: 0
* Chip area line of the yosys report: ~81000 um2
- In the synthesized netlist the dominant register cell turns out to be edfxtp_1.
* Ratio of total power to cell area: between 150 and 200 nW/um2
- In the log, the iteration count for the first detailed-route pass is 9.
* Count of endpoints without a timing constraint: between 2000 and 2500
- Layout cells sized above 1: between 10% and 20%
* Total of hold buffers inserted after clock tree synthesis: 0
logic make-up after synthesis:
kind of cell | count (synthesis) | synth area share (%)
AND/OR/NAND/NOR | 1340 | 8.65
XOR/XNOR | 6 | 0.0651
buffers and inverters | 403 | 2.27
AND-OR/OR-AND | 1142 | 10.7
multiplexers | 17 | 0.250
latches | 13 | 0.242
flip-flops | 2095 | 77.8
adder cells (fa/ha/maj) | 7 | 0.109
flip-flops by register name (all words and copies together) (netlist names):
signal	count
RAM1.tx_valid	1
SPI.counter1	4
SPI.rx_valid	1
SPI.MISO	1
SPI.rx_data	10
SPI.CS	3
RAM1.wr_add	8
RAM1.mem	2048
RAM1.dout	8
SPI.NS	3
SPI.temp	10
SPI.counter2	3
RAM1.rd_add	8
worst max-delay path: cells and delay by family:
kind / cells / cell delay [ns]
buf+inv: 3 / 1.27
simple gates: 4 / 2.69
per-stage QoR:
stage	cell area (um2)	std cells	util (%)	hold WS, ns
5_1_grt	90700	7424	56.6	0.505
6_report	90800	7445	56.6	0.467
2_1_floorplan	80700	5023	-	0.432
3_5_place_dp	83900	7036	52.3	0.463
4_1_cts	90700	7405	56.5	0.477
3_3_place_gp	83900	7036	52.3	0.460
power by group through the flow:
stage / sequential [uW] / clock, uW / combinational [uW]
CTS: 8370 / 6830 / 59.2
global route: 8370 / 7120 / 66.7
finish: 8370 / 6790 / 59.7
placed cells by master, fill, tap and decap left out, types with 40 or more instances in the layout:
| cell | synthesis | routed |
|---|---|---|
| clkinv_1 | 2 | 47 |
| nand3_1 | 429 | 429 |
| o21ai_0 | 40 | 40 |
| a32oi_1 | 114 | 114 |
| a21oi_1 | 94 | 94 |
| o22ai_1 | 105 | 105 |
| nand4_1 | 129 | 129 |
| edfxtp_1 | 2064 | 2064 |
| nand2_1 | 103 | 99 |
| buf_4 | 15 | 227 |
| nor3_1 | 50 | 49 |
| diode_2 | 0 | 40 |
| a22o_1 | 54 | 54 |
| clkbuf_16 | 0 | 204 |
| a222oi_1 | 84 | 84 |
| a22oi_1 | 463 | 463 |
| nor4_1 | 64 | 55 |
| nor2_1 | 374 | 374 |
per-layer routing:
layer	GRT usage (%)	part of all wire [%]
met3	37.9	20
met2	55.7	41
met4	28.7	9.1
met5	13.2	0.83
met1	51.9	29
path summary, 6_finish.rpt:
path | start | endpoint | slack (ns) | cells past startpoint
worst min register to register | SPI.temp[9] | SPI.temp[9] | 0.47 | 2
worst max register to register | RAM1.rd_add[3] | RAM1.dout[6] | 5.85 | 11
worst min-delay path | SPI.temp[9] | SPI.temp[9] | 0.47 | 2
min in group asynchronous | rst_n | SPI.CS[2] | 1.85 | 2
max in group asynchronous | rst_n | SPI.counter2[0] | 9.21 | 2
worst max-delay path | rst_n | RAM1.mem[7][3] | 5.60 | 7
area by class of cell:
cell class                      instances  area, um2
Clock buffer                          233       5210
Tap cell                             2160       2700
Timing Repair Buffer                  239       1900
Inverter                               17       63.8
Clock inverter                        136       1580
Fill cell                           12264      69600
Sequential cell                      2108      63000
Multi-Input combinational cell       2512      16300
Antenna cell                           40        100
Power figures rest on the tool's default switching activity, not on a simulated workload.
